--- flow/run.sh ---
#!/bin/bash
# OpenROAD 26Q1-2900-gdf79404cd8, Yosys 0.63+post, stock flow scripts
make -C /OpenROAD-flow-scripts/flow DESIGN_CONFIG=/design/flow/config.mk WORK_HOME=/design/flow/orfs finish
--- flow/config.mk ---
export PLATFORM = sky130hd
export DESIGN_NAME = Lector_teclado
export DESIGN_NICKNAME = Lector_teclado
export VERILOG_FILES = /design/flow/design.v
export SDC_FILE = /design/flow/constraint.sdc
export NUM_CORES = 4
export LEC_CHECK = 1
export CORE_UTILIZATION = 40
--- flow/constraint.sdc ---
current_design Lector_teclado

set clk_period 4.7
set clk_io_pct 0.2

create_clock -name clk0 -period $clk_period [get_ports {CLK}]

set non_clock_inputs [all_inputs -no_clocks]
set_input_delay [expr $clk_period * $clk_io_pct] -clock clk0 $non_clock_inputs
set_output_delay [expr $clk_period * $clk_io_pct] -clock clk0 [all_outputs]
--- flow/design.v ---
`timescale 1ns / 1ps
module Decodificador_tecla(
    input reset, CLK_Nexys,
	 input [7:0] TECLA_IN,
	 input interrupt_paro,
	 output [7:0] TECLA_OUT,
	 output reg interrupt
	 );
	 reg tecla_correcta;
	 reg [7:0] tecla_ant;
	 reg [7:0] tecla_sig;
	 always @*
	 begin
		case (TECLA_IN)
			8'h03: tecla_correcta=1'b1;  
			8'h04: tecla_correcta=1'b1;  
			8'h05: tecla_correcta=1'b1;  
			8'h06: tecla_correcta=1'b1;  
			8'h0c: tecla_correcta=1'b1;  
			8'h16: tecla_correcta=1'b1;  
			8'h1e: tecla_correcta=1'b1;  
			8'h25: tecla_correcta=1'b1;  
			8'h26: tecla_correcta=1'b1;  
			8'h2e: tecla_correcta=1'b1;  
			8'h36: tecla_correcta=1'b1;  
			8'h3d: tecla_correcta=1'b1;  
			8'h3e: tecla_correcta=1'b1;  
			8'h45: tecla_correcta=1'b1;  
			8'h46: tecla_correcta=1'b1;  
			8'h6b: tecla_correcta=1'b1;  
			8'h74: tecla_correcta=1'b1;  
			8'h76: tecla_correcta=1'b1;  
			default:  tecla_correcta=1'b0; 
		endcase
	 end
	 always @(posedge CLK_Nexys)
	 begin
      if (reset) tecla_ant <= 8'h00;
      else tecla_ant <= TECLA_IN;
	 end
	 always @(posedge CLK_Nexys)
	 begin
	 	if (reset) tecla_sig <= 8'h00;
	 	else tecla_sig <= tecla_ant;
	 end
	 always @ (posedge CLK_Nexys)
	 begin
		if (interrupt_paro) interrupt <= 1'b0;
		else if ((tecla_ant != tecla_sig) && tecla_correcta) interrupt <= 1'b1;   
	 end
	 assign TECLA_OUT = tecla_ant;
endmodule
`timescale 1ns / 1ps
module Deteccion_tecla(
    input clk_Nexys, Reset,
	 input [7:0] byte_dato,
	 input wire scan_done_tick,
	 output wire [7:0] tecla
	 );
	 localparam brk = 8'hf0;
	 localparam wait_break =1'b0, get_code=1'b1;
	 reg estado_reg, estado_sig;
	 reg [7:0] tecla_out;
	 reg [7:0] tecla_save;
	 always @(posedge clk_Nexys, posedge Reset)
	 if (Reset) estado_reg <= wait_break;
	 else begin estado_reg <= estado_sig; tecla_save <= tecla_out; end
	 always @*
	 begin
	 estado_sig = estado_reg;
	 tecla_out = tecla_save;
		case (estado_reg)
			wait_break: if (scan_done_tick && byte_dato==brk) begin tecla_out = byte_dato; estado_sig = get_code; end
			get_code:	if (scan_done_tick)
							begin
								tecla_out = byte_dato;
								estado_sig = wait_break;
							end
		endcase
	 end
	 assign tecla = tecla_out;
endmodule
`timescale 1ns / 1ps
module Lector_teclado(
    input CLK, RST, PS2D, PS2C,
	 input interrupcion_paro,
	 output [7:0] TECLA,
	 output interrupcion
	 );
	 wire tick;
	 wire [7:0] DATA;
	 wire [7:0] TECLA_SUELTA;
	 Deteccion_tecla inst_detector(
    .clk_Nexys(CLK), .Reset(RST),
	 .byte_dato(DATA),	 
	 .scan_done_tick(tick),
	 .tecla(TECLA_SUELTA)
	 );
	 Receptor_dato inst_receptor(
    .clk_nexys(CLK), .reset(RST),
	 .ps2d(PS2D), .ps2c(PS2C),
	 .rx_done_tick(tick),
	 .dato(DATA)
	 );
	 Decodificador_tecla inst_control_teclas(
    .reset(RST), .CLK_Nexys(CLK),
	 .TECLA_IN(TECLA_SUELTA),
	 .interrupt_paro(interrupcion_paro),
	 .TECLA_OUT(TECLA),
	 .interrupt(interrupcion)
	 );
endmodule
`timescale 1ns / 1ps
module Receptor_dato(
    input wire clk_nexys, reset,
	 input wire ps2d, ps2c,
	 output reg rx_done_tick,
	 output [7:0] dato
	 );
	 localparam [1:0] idle = 2'b00, 
	 dps = 2'b01, load = 2'b10;
	 reg [1:0] estado_reg, estado_sig;
	 reg [7:0] filtro_reg;
	 wire [7:0] filtro_sig;
	 reg f_ps2c_reg;
	 wire f_ps2c_sig;
	 reg [3:0] n_reg, n_sig;
	 reg [10:0] b_reg, b_sig;
	 wire fall_edge;
	 always@(posedge clk_nexys, posedge reset)
	 begin
		if (reset)
		begin
			filtro_reg<=0;
			f_ps2c_reg<=0;
			estado_reg<=idle;
			n_reg<=0;
			b_reg<=0;
		end
		else 
		begin
			filtro_reg<=filtro_sig;
			f_ps2c_reg<=f_ps2c_sig;
			estado_reg <= estado_sig;
			n_reg <= n_sig;
			b_reg <= b_sig;
		end
	 end
	 assign filtro_sig={ps2c,filtro_reg[7:1]};
	 assign f_ps2c_sig = (filtro_reg==8'b11111111) ? 1'b1 : (filtro_reg==8'b00000000) ? 1'b0 : f_ps2c_reg;
	 assign fall_edge= f_ps2c_reg & ~f_ps2c_sig;
	 always @*
	 begin
		estado_sig = estado_reg;
		rx_done_tick = 1'b0;
		n_sig = n_reg;
		b_sig [10:0]= b_reg[10:0];
		case (estado_reg)
			idle: if (fall_edge)
					begin
						b_sig={ps2d,b_reg[10:1]};
						n_sig = 4'b1001;
						estado_sig = dps;
					end
			dps:  if (fall_edge)
					begin
						b_sig = {ps2d, b_reg[10:1]};
						if (n_reg==0) estado_sig=load;
						else n_sig = n_reg - 4'b0001;
					end
			load: begin
						estado_sig = idle;
						rx_done_tick = 1'b1;
					end
		endcase
	 end
	 assign dato= b_reg[8:1];
endmodule
==> metrics.yaml <==
floorplan:
  die_h_um: 78.36
  core-area_mm2: 0.005574
  chipArea_mm2: 0.006140
  die_w_um: 78.36
  rows: 27
  fp_util_pct: 41.84
  io_pins: 14
detailed_routing:
  drt_iter0_drc: 93
  antennaDiodeCount: 0
  ant_nets: 0
  vias_per_cell: 5.280
  routed_wl_mm: 4.165
  drc: 0
  routed-via-count: 1642
  wl_per_cell_um: 13.39
  drt_first_pass_iters: 4
logic_synthesis:
  edf_count: 8
  yosysCellCount: 223
  ys_types: 61
  most_common_cell: "nand2_1"
  synth_seq_share_pct: 53.92
  async_reset_ff_share_pct: 51.92
  ys.flops: 52
  syn-cell-area_mm2: 0.002332
  top_cells_by_count: "nand2_1, dfrtp_1, dfxtp_1"
  syn-instance-count: 223
  synth_area_per_cell_um2: 10.46
  ys_warn_count: 3
  yosysChipArea_mm2: 0.002332
  synthFlopType: "dfrtp_1"
  top_area_cell: "dfrtp_1"
  topCellsByArea: "dfrtp_1, dfxtp_1, edfxtp_1"
  top_area_share_pct: 27.90
clocking:
  clk_latency_ns: 0.30
  cts.path.max_buffers: 2
  cts.clk_slew.worst_paths_ns: 0.09
  hold_buffers: 0
  numCtsBuffers: 5
  cts-root-buf: "clkbuf_8"
  cts.sinks: 52
  htree_num_levels: 2
  cts_setup_buffers: 0
  cts_tree: "built"
  cts_resized: 0
global_routing:
  grt_max_degree: 39
  grt_pass1_wl_mm: 7.086
  grt_pass1_vias: 1508
  overflow: 0
  grt_use_met3_pct: 2.243
  grt-busiest-layer: "met1"
  antenna_found_initial: 0
  use_met1_pct: 25.61
  grt_use_met2_pct: 21.40
  grt_util_all_layers_pct: 15.22
sta:
  maxSlewHeadroom_pct: 62.62
  fin_crit_ns: 2.191
  setup_viol: 0
  tns_ns: 0
  fmax_mhz: 456.4
  hold_viol: 0
  worst_pin_slew_ns: 0.5583
  maxSlewViolCount: 0
  grt_setup_unrepaired: "no"
  fin_ws_ns: 2.509
  fin_skew_ns: 0.006534
  finalClockPeriodUsage_pct: 46.62
placed_design:
  dp_hpwl_mm: 2.905
  gp_congestion: 0.8795
  place_area_mm2: 0.002526
  dp_slack_ns: 2.157
  numPortBuffers: 13
finish:
  largest_register_ffs: 10
  design_area_mm2: 0.002611
  area_growth_pct: 11.96
  drive_above_1_share_pct: 10.88
  combGateArea_um2: 985.9
  fill_cells: 525
  ff_latch_area_mm2: 0.001257
  final_core_util_pct: 46.85
worst_setup_path:
  cp_top_family: "buffers and inverters"
  path_class: "primary input to flop"
  path_buffers: 3
  critPathLaunchType: "primary input"
  cp.depth: 3
  cpMaxStageDelayCell: "clkdlybuf4s50_1"
  crit_chain: "clkdlybuf4s50_1 -> inv_1 -> buf_4"
  end_kind: "flop"
  cp_slowest_stage_delay_ns: 0.65
  arrival_ns: 2.14
  crit_fanout: 38
  critPathRequiredTime_ns: 4.65
  reg2reg_depth: 7
power:
  finalPower_mw: 0.7756
  ir_drop_uv: 190.9
  power_density_mw_per_mm2: 297.0
  p_leak_nw: 1.105
hold_path:
  worstHoldPathType: "flop to flop"
  hold_depth: 0
flow_run:
  tool_warnings: 25
  max_cap_violations: 0
run_status:
  status: "finished clean"
cell type report:
cell class / instances / area share, %
clock inverter: 2 / 0.4792
timing repair buffer: 15 / 5.558
sequential: 52 / 48.16
clock buffer: 6 / 2.779
tap: 72 / 3.450
multi-input combinational: 152 / 37.76
inverter: 12 / 1.821
kinds of logic after synthesis:
kind of cell	Yosys count	share of synthesized area (%)
muxes	4	2.038
xor gates and xnor gates	8	3.004
AOI/OAI and AO/OA	41	13.04
DFF	52	53.92
and+or+nand+nor	98	23.66
adders and majority gates	1	0.5364
buffers and inverters	19	3.809
through the flow:
stage | std cells | hold WS, ns
3_3_place_gp | 303 | 0.3888
2_1_floorplan | 223 | 0.3671
6_report | 311 | 0.4082
5_1_grt | 311 | 0.4223
3_5_place_dp | 303 | 0.3822
4_1_cts | 311 | 0.4110
where the power goes:
part	total [mW]	switching [mW]	internal, mW	leakage, nW
Combinational	0.0548	0.0285	0.0263	0.493
Sequential	0.478	0.00873	0.469	0.569
Clock	0.243	0.138	0.104	0.0428
Total	0.776	0.175	0.600	1.10
routing by layer:
metal	share of wire [%]	up-vias
met4	2.8	0
li1	-	821
met5	0	-
met3	4.0	13
met1	49	760
met2	44	48
layout by cell type, fill, tap and decap left out, types with 4 or more instances in the layout:
| cell | netlist | layout |
|---|---|---|
| edfxtp_1 | 8 | 8 |
| dfxtp_1 | 17 | 17 |
| inv_1 | 9 | 9 |
| nor4_1 | 5 | 5 |
| xnor2_1 | 5 | 5 |
| nor2_1 | 15 | 15 |
| o21ai_0 | 4 | 4 |
| nand3_1 | 4 | 4 |
| clkdlybuf4s50_1 | 0 | 13 |
| nand2_1 | 33 | 33 |
| a31oi_1 | 5 | 5 |
| and2_1 | 4 | 4 |
| clkbuf_8 | 0 | 5 |
| dfrtp_1 | 26 | 26 |
| o21ai_1 | 5 | 5 |
| nor2b_1 | 8 | 8 |
| nor3_1 | 5 | 5 |
path summary, 6_finish.rpt:
check,start,endpoint,slack [ns]
max,RST,inst_detector.tecla_save[7]$_DFFE_PN_,2.51
min,inst_receptor.filtro_reg[5]$_DFF_PP0_,inst_receptor.filtro_reg[4]$_DFF_PP0_,0.41
max reg2reg,inst_receptor.estado_reg[1]$_DFF_PP0_,inst_control_teclas.interrupt$_SDFFE_PP0P_,2.52
min reg2reg,inst_receptor.filtro_reg[5]$_DFF_PP0_,inst_receptor.filtro_reg[4]$_DFF_PP0_,0.41
max in group asynchronous,RST,inst_receptor.estado_reg[0]$_DFF_PP1_,2.98
min in group asynchronous,RST,inst_receptor.filtro_reg[6]$_DFF_PP0_,1.39
Power is estimated from default activity; no workload was simulated.
